File: /design/flow/run.sh
#!/bin/bash
# OpenROAD 26Q1-2900-gdf79404cd8, Yosys 0.63+post, stock flow scripts
make -C /OpenROAD-flow-scripts/flow DESIGN_CONFIG=/design/flow/config.mk WORK_HOME=/design/flow/orfs finish
File: /design/flow/config.mk
export PLATFORM = sky130hd
export DESIGN_NAME = multiplier
export DESIGN_NICKNAME = multiplier
export VERILOG_FILES = /design/flow/design.v
export SDC_FILE = /design/flow/constraint.sdc
export NUM_CORES = 4
export LEC_CHECK = 1
export CORE_UTILIZATION = 50
File: /design/flow/constraint.sdc
current_design multiplier

set clk_period 8.2
set clk_io_pct 0.2

create_clock -name clk0 -period $clk_period [get_ports {clk}]

set non_clock_inputs [all_inputs -no_clocks]
set_input_delay [expr $clk_period * $clk_io_pct] -clock clk0 $non_clock_inputs
set_output_delay [expr $clk_period * $clk_io_pct] -clock clk0 [all_outputs]
File: /design/flow/design.v
module multiplier#(parameter width=8)(
           input clk,
           input rst_n,
           input en,
           input [width-1:0]A,     
           input [width-1:0]B,     
           output reg done,        
           output reg [2*width-1:0]M    
       );
reg [1:0]					state;       
reg [2*width-1:0]			mult_A;      
reg [width:0]				mult_B;      
reg [2*width-1:0]			inv_A;       
reg [2*width-1:0]			result_tmp;  
wire [1:0]					booth_code;  
assign booth_code = mult_B[1:0];        
reg [3:0]                  count;       
always @ ( posedge clk or negedge rst_n )
    if( !rst_n )
    begin  
        state <= 0;
        mult_A <= 0;
        inv_A <= 0;
        result_tmp <= 0;
        done <= 0;
        M <= 0;
        count <= 0;
    end
    else if( en )
    begin
        case( state )
            0:
            begin
                mult_A <= { { width{ A[width-1]} }, A};  
                inv_A <= ~{ { width{ A[width-1]} }, A} + 1'b1 ;  
                result_tmp <= 0;
                mult_B <= { B, 1'b0};  
                state <= state + 1'b1;
            end
            1:
            begin
                if( count < width )
                begin  
                    case(booth_code)
                        2'b01 :
                            result_tmp <= result_tmp + mult_A;   
                        2'b10 :
                            result_tmp <= result_tmp + inv_A;    
                        default:
                            result_tmp <= result_tmp;        
                    endcase
                    mult_A <= {mult_A[2*width-2:0],1'b0};   
                    inv_A <=  {inv_A[2*width-2:0],1'b0};    
                    mult_B <= {mult_B[width],mult_B[width:1]};  
                    count <= count + 1'b1;
                end
                else
                begin
                    state <= state + 1'b1;
                    count <= 0;
                end
            end
            2:
            begin
                done <= 1'b1;        
                M <= result_tmp;     
                state <= state + 1'b1;
            end
            3:
            begin
                done <= 1'b0;
                state <= 0;
            end
            default:
            begin
                state <= 0;
            end
        endcase
    end
endmodule
==> impl_metrics.toml <==
# generated from flow reports
[drt]
detail_route.wirelength_microns = 8560
via_per_inst = 5.41
detail_route.iter0.violations = 99
drc = 0
drt_pass1_iterations = 4
vias = 3119
antennaDiodeCount = 0
final_antenna_net_count = 0
wl_per_cell_microns = 14.9

[clocking]
worst_skew_pair.late_latency_ps = 340
tritoncts = "done"
cts.sinks = 79
cts_hold_repair.buffers = 0
cts_setup_buffers = 0
clkTransAtPathRegs_ps = 80
post_cts_resize_count = 0
ctsRootBufferMaster = "clkbuf_8"
cts_buffers = 9
htree_levels = 3
cts-root-to-sink-buffers = 2

[grt]
via_count_of_the_first_global_routing_pass = 2917
antenna_violations_before_repair = 0
globalRouteTotalUtil = 0.216
grt_max_degree = 52
globalRoute.totalOverflow = 0
grt_first_pass_wirelength_microns = 14500

[final_layout]
drive_above_1_share = 0.142
areaGrowthSynthToFinish_pct = 14.6
fillCellCount = 699

[floorplanning]
core_util_floorplan = 0.520
die-height_microns = 94.9
floorplan.die.width_microns = 94.9
num_io_pins = 36
die-area_sq_um = 9010
fp.coreArea_sq_um = 8300
placementRows = 33

[synthesis]
top_area_frac = 0.406
synth.avg_cell_area_sq_um = 10.0
postSynth.asyncResetShare = 0.886
synth-edff-count = 9
yosys_most_used_dff = "dfrtp_1"
unique_cell_type_count_in_the_yosys_netlist = 44
yosys_cells = 432
ys_top_cells_by_area = "dfrtp_1 (41%), mux2_2 (9.6%), ha_1 (7.5%)"
largest_area_cell = "dfrtp_1"
yosysWarningCount = 1
yosys-stat-area_sq_um = 4320
seq_area_frac_synth = 0.468
synth.cell_area_sq_um = 4320
synthesis_stage_register_bit_count = 79
post_synth_inst_count = 432

[final_timing]
rsz0062_at_grt = "false"
finalClockSkew_ps = 6.41
worst_max_slew_pin_slew_ps = 781
worst_slack_on_hold_paths_ps = 492
setup_violators_final = 0
setup-tns-final_ps = 0
hold_violations = 0
final_max_slew_viol_count = 0
fin_crit_sh = 0.392
min_period_ps = 3220
post-route-worst-setup-slack_ps = 4980
timing.max_slew.rel_slack = 0.476
max_clock_freq_mhz = 311

[status]
run_status = "completed"

[power_and_ir_drop]
finalPower_mw = 1.76
leakage_nw = 2.16
p_per_area_nw_per_um2 = 355
peakVddDrop_mv = 0.172

[place]
dpl_ws_ps = 4620
hpwlAfterDp_microns = 6120
port_buffers = 35
gp_congestion = 0.853

[worst_setup_path]
timing.critical_path.fanout_max = 3
crit_required_ps = 8470
endpoint_kind = "flop"
timing_worst_setup_path_type = "primary input to flop"
arrival_ps = 3490
crit_path_start_kind = "primary input"

[hold_path]
holdCritPathClass = "flop to flop"

[run]
warning_count = 32
drv.max_cap_violation_count = 0
-- per-layer routing --
layer	GRT usage	share of wire	up-vias
met2	0.320	0.45	45
met1	0.360	0.51	1469
li1	-	-	1594
met3	0.0302	0.022	11
met4	0.0391	0.018	0
met5	0	0	-
-- path summary, 6_finish.rpt --
path                           start              to  slack, ps  cells past startpoint
max                             A[5]        inv_A[7]       4980                      8
min                             M[1]            M[1]        490                      2
max reg2reg                mult_B[0]  result_tmp[13]       5440                     10
min reg2reg                     M[1]            M[1]        490                      2
max in group asynchronous      rst_n  result_tmp[11]       5920                      2
min in group asynchronous      rst_n       inv_A[12]       1260                      1
-- report_power, final --
group          total [mW]  internal (mW)  switching, mW
registers           0.663          0.552          0.110
logic               0.813          0.373          0.440
clock network       0.281          0.139          0.142
total                1.76           1.06          0.692
-- synthesized netlist by cell type, types with 3 or more instances --
cell type and count:
a21o_1 4, a21oi_1 39, a31oi_1 4, and2_1 4, buf_2 9, clkbuf_1 6
dfrtp_1 70, edfxtp_1 9, ha_1 26, inv_1 11, mux2_2 37, mux2i_1 9
nand2_1 69, nand3_1 3, nor2_1 23, nor2b_1 3, nor3_1 5, o21ai_0 46
o21ai_1 4, o31ai_1 4, xnor2_1 10, xor2_1 9
-- critical path, cell delays in order --
cell and delay (ps):
clkdlybuf4s50_1 460, or4_1 570, nor2_1 130, nand2_1 100, ha_1 280, nor2_1 100, a21oi_1 50, o21ai_0 150
-- layout make-up --
type / instances / area (sq um) / share of cell area
flip-flops and latches: 79 / 2020 / 0.408
clock inverters: 6 / 61.3 / 0.0124
multi-input cells: 324 / 2180 / 0.440
inverters: 12 / 45.0 / 0.00910
well taps: 105 / 131 / 0.0265
clock buffers: 10 / 128 / 0.0258
repair buffers: 40 / 383 / 0.0774
-- through the flow --
stage,std cells,area [sq um],utilization
2_1_floorplan,432,4320,-
3_3_place_gp,560,4760,0.574
3_5_place_dp,560,4760,0.574
4_1_cts,576,4950,0.596
5_1_grt,576,4950,0.596
6_report,576,4950,0.596
-- registers in the layout, indices dropped and copies added, names as in the netlist --
name and count:
inv_A 16, mult_B 9, state 2, result_tmp 16
done 1, mult_A 15, M 16, count 4
-- layout by cell type, fill, tap and decap left out, types with 5 or more instances in the layout --
master           synthesis  layout
ha_1                    26      25
mux2_2                  37      37
inv_1                   11      11
clkbuf_8                 0       9
xnor2_1                 10      10
edfxtp_1                 9       9
nor3_1                   5       5
clkdlybuf4s50_1          0      34
nand2_1                 69      69
mux2i_1                  9       9
dfrtp_1                 70      70
nor2_1                  23      23
xor2_1                   9       9
a21oi_1                 39      39
buf_4                    1       5
o21ai_0                 46      45
-- cells by family after synthesis --
logic type      after synthesis  share of synthesized area
xor+xnor                     19                     0.0385
buf+inv                      29                     0.0287
flops                        79                      0.468
fa+ha+maj                    27                     0.0800
compound gates              115                      0.153
mux                          46                      0.117
simple gates                117                      0.115
